### flow/design.v
module mux3 (
    data0,data1,data2,select,out
);
    input wire [31:0] data0, data1,data2; 
    input wire select; 
    output reg [31:0] out;
    always @(data0, data1, data2,select) begin
        case (select) 
            0: out <= data0;
            1: out <= data1;
            2: out <= data2;
        endcase
    end
endmodule
### flow/run.sh
#!/bin/bash
# OpenROAD 26Q1-2900-gdf79404cd8, Yosys 0.63+post, stock flow scripts
make -C /OpenROAD-flow-scripts/flow DESIGN_CONFIG=/design/flow/config.mk WORK_HOME=/design/flow/orfs finish
### flow/config.mk
export PLATFORM = sky130hd
export DESIGN_NAME = mux3
export DESIGN_NICKNAME = mux3
export VERILOG_FILES = /design/flow/design.v
export SDC_FILE = /design/flow/constraint.sdc
export NUM_CORES = 4
export LEC_CHECK = 1
export CORE_AREA = 10 10 70 70
export DIE_AREA = 0 0 80 80
### flow/constraint.sdc
current_design mux3

set clk_period 1.0
set clk_io_pct 0.2

create_clock -name clk0 -period $clk_period

set non_clock_inputs [all_inputs -no_clocks]
set_input_delay [expr $clk_period * $clk_io_pct] -clock clk0 $non_clock_inputs
set_output_delay [expr $clk_period * $clk_io_pct] -clock clk0 [all_outputs]
==> summary.txt <==
Observations from the implementation run.

Worst hold path:
- The run gives the start point of the worst hold path as data1[25].
- The min-delay analysis places its worst path in the category in2out.
- The run gives the cell depth of the worst hold path as 3.
- The worst hold path terminates at out[25].

Synthesis:
- The run gives the mean instance size in the synthesized netlist as about 15 µm².
- In the synthesized netlist, the cells that appear most often are sky130_fd_sc_hd__mux2_4, sky130_fd_sc_hd__buf_12, sky130_fd_sc_hd__mux2_2.
- The run gives the area of the mapped netlist as around 540 µm².
- The synthesis report lists the Yosys warning total as 1.
- The run puts the proportion of synthesized chip area in sequential cells at 0%.
- The run puts the number of distinct library cells after synthesis at 4.
- The run gives the area figure in the yosys stat output as 544 µm².
- By instance count, the leading cell after synthesis is sky130_fd_sc_hd__mux2_4.
- The run gives the number of instances in the synthesized netlist as 36.
- By area the synthesized netlist is led by sky130_fd_sc_hd__mux2_4, sky130_fd_sc_hd__buf_12, sky130_fd_sc_hd__mux2_2, sky130_fd_sc_hd__buf_6.
- sky130_fd_sc_hd__mux2_4 takes more of the synthesized area than any other cell.
- Summed over its instances, the top area cell type makes up between 80% and 90% of the synthesized netlist area.
- The run puts the post-synthesis cell count from yosys at 36.

GRT:
- The via count of the first global-routing pass is 749.
- The run gives the aggregate global-route resource usage as ~7.9%.
- Summed over all layers, the global routing overflow is 0.
- The run gives the pin count of the biggest net entering global routing as 10.
- The run gives the first-pass GRT wire length as 4.13 mm.
- The initial antenna violation count was 0.

Status:
- The checks that failed: setup timing.
- The run finished, with violations left.

STA:
- The run puts the actual slew at the worst max-slew pin at about 79 ps.
- The tightest hold path in the finished design has a slack of 796 ps.
- The run puts the count of endpoints failing setup in the final report at 32.
- The run gives the timing-limited maximum frequency as 0.844 GHz.
- The run puts the number of max-slew violations in the final report at 0.
- In the post-route analysis, the smallest setup slack over all paths is -185 ps.
- The run gives the worst max-slew margin expressed relative to the limit as a little over nine tenths.
- Setup repair after global routing could not meet its margin everywhere.
- The run gives the final critical delay including setup and external delays as 1190 ps.
- The run puts the fraction of the cycle the final worst path needs at 119%.
- The final hold violation count recorded for this run is 0.
- Setup total negative slack on the finished layout was measured at -2850 ps.

Worst setup path:
- The run puts the critical path arrival at 990 ps.
- The setup path with the least slack is of type in2out.
- The run gives the worst endpoint required time as 800 ps.
- The run puts the worst-path maximum fanout at 6.
- The run gives the kind of capture point of the worst setup path as a primary output.
- STA classifies the critical path startpoint as an input pin.

Pwr:
- The run puts the clock group share of total power at 0%.
- The worst-case IR drop observed on VDD is 0.156 mV.
- The leakage power in the latest report is 0.846 nW.
- Power spread over the standard cell area amounts to 394 nW/µm².
- The run gives the overall power as 0.618 mW.
- The run gives the switching share of power as ~22%.
- The script extracted a net switching power of between 0.1 and 0.15 mW.
- The run puts the power share of the sequential group at 0%.
- Looking at the power breakdown, combinational cells take 100.0% of the total.
- The run puts the internal cell power at 0.483 mW.

Floorplan:
- The run gives the horizontal die dimension as 80 µm.
- The run puts the floorplan core density at 15.9%.
- The run gives the area of the core region as 3420 µm².
- The chip occupies 6400 µm².
- The run gives the number of rows created at floorplan as 21.
- The run puts the overall die height at 80 µm.
- The run puts the I/O pin total at 129.

Placed design:
- The run gives the cell count after placement as approximately 180.
- The run gives the count of buffers inserted at the top-level ports as 97.
- Setup slack on the worst path after placement came out at -499 ps.
- The HPWL after detailed placement is 2.41 mm.
- The run gives the placer congestion estimate as 0.757.
- The placement stage leaves a total instance area of approximately 1500 µm².

Routing:
- Summed over all layers, the routed wires come to 2.78 mm.
- The routed layout has 681 vias.
- The run puts the number of DRC markers after the initial detailed-route iteration at 2.
- The run puts the first-pass detailed-route iteration total at 2.
- The run gives the count of antenna-violating nets left after detailed routing as 0.
- The DRC violation total left in the routed layout is recorded as 0.
- The run gives the via count normalized by instance count as about 3.7.
- The run gives the total inserted antenna cells as 0.
- For this sky-water flow run, the detailed-routed wirelength per cell is reported as 15.2 µm.

Layout:
- The run gives the core utilization of the finished layout as 46.0%.
- The run puts the combined flip-flop and latch cell area at 0 µm².
- The layout has 0 clock buffers.
- The run gives the final non-filler cell area as ~1600 µm².
- The finished layout holds 182 standard cells, fillers aside.
- The run gives the layout sequential cell count as 0.
- The run gives the area growth from synthesis to layout as 189%.
- The run puts the number of inserted filler cells in the final layout at 339.
- The run puts the share of post-route cells with drive strength above 1 at a little over half.

Job:
- In this run the tools logged warnings totalling 66.
- The run puts the count of maximum capacitance violations at 0.
[timing repair]
action,in CTS,in global routing
hold buffers,0,0
endpoints found under the setup margin,32,32
gates cloned,2,0
setup buffers,1,2
pin swaps,0,0
gates resized,177,8
[layout by cell type, fill, tap and decap left out]
cell and instances:
sky130_fd_sc_hd__mux2_4 32, sky130_fd_sc_hd__buf_16 2, sky130_fd_sc_hd__dlygate4sd2_1 60, sky130_fd_sc_hd__buf_12 6
sky130_fd_sc_hd__buf_6 21, sky130_fd_sc_hd__clkdlybuf4s50_1 4, sky130_fd_sc_hd__buf_2 11
[power by group through the flow]
stage     Sequential (mW)  Combinational, mW  Clock (mW)
6_report                0              0.618           0
5_1_grt                 0              0.662           0
4_1_cts                 0              0.581           0
[worst max-delay path, stage by stage]
cell and delay [ps]:
sky130_fd_sc_hd__buf_12 120, sky130_fd_sc_hd__buf_12 140, sky130_fd_sc_hd__buf_12 120, sky130_fd_sc_hd__mux2_4 290
sky130_fd_sc_hd__buf_6 110
[worst max path at each step]
stage | start | end | cells after the start
finish | select | out[0] | 5
global route | select | out[0] | 5
CTS | select | out[8] | 5
[cell families after synthesis]
logic type             Yosys count  synth area share (%)
multiplexers                    32                  86.9
buffers and inverters            4                  13.1
[per-layer routing]
| metal | track usage [%] | wire, µm |
|---|---|---|
| met1 | 9.76 | 1190 |
| met2 | 13.6 | 1320 |
| met3 | 2.73 | 267 |
| met4 | 0 | 0 |
| met5 | 0 | 0 |
[area by class of cell]
type / count / area, µm² / area share, %
Timing Repair Buffer: 104 / 1030 / 65.7
Multi-Input combinational cell: 32 / 480 / 30.6
Tap cell: 46 / 57.6 / 3.67
No activity file was given, so power comes from the tool's default toggle rates.
