==> flow/design.v <==
module hazard (
   idExMemRead,
   ifIdRs,
   ifIdRt,
   idExDest,
   hazardOut
);
    input wire idExMemRead;
    input wire  [4:0] ifIdRs,ifIdRt,idExDest;
    output hazardOut;
    assign hazardOut = idExMemRead & (idExDest!=0)&((idExDest == ifIdRs) | (idExDest == ifIdRt));
endmodule
==> flow/run.sh <==
#!/bin/bash
# OpenROAD 26Q1-2900-gdf79404cd8, Yosys 0.63+post, stock flow scripts
make -C /OpenROAD-flow-scripts/flow DESIGN_CONFIG=/design/flow/config.mk WORK_HOME=/design/flow/orfs finish
==> flow/config.mk <==
export PLATFORM = sky130hd
export DESIGN_NAME = hazard
export DESIGN_NICKNAME = hazard
export VERILOG_FILES = /design/flow/design.v
export SDC_FILE = /design/flow/constraint.sdc
export NUM_CORES = 4
export LEC_CHECK = 1
export CORE_AREA = 10 10 70 70
export DIE_AREA = 0 0 80 80
==> flow/constraint.sdc <==
current_design hazard

set clk_period 1.6
set clk_io_pct 0.2

create_clock -name clk0 -period $clk_period

set non_clock_inputs [all_inputs -no_clocks]
set_input_delay [expr $clk_period * $clk_io_pct] -clock clk0 $non_clock_inputs
set_output_delay [expr $clk_period * $clk_io_pct] -clock clk0 [all_outputs]
==> impl_metrics.prom <==
# HELP chip_impl_metric Metrics from one implementation run
# TYPE chip_impl_metric gauge
chip_impl_metric{name="yosys.area_share.simple",unit="%"} 22.0
chip_impl_metric{name="power_per_cell_area",unit="mW/mm^2"} 194
chip_impl_info{name="cp_endpoint",value="hazardOut"} 1
chip_impl_info{name="yosys-dominant-comb-family",value="XOR/XNOR gates"} 1
chip_impl_metric{name="finalWorstSetupSlack",unit="ns"} 0.0537
chip_impl_metric{name="min_period",unit="ns"} 1.55
chip_impl_metric{name="antenna_left",unit=""} 0
chip_impl_metric{name="setup_ws_pre_cts",unit="ns"} -0.643
chip_impl_metric{name="die_h",unit="um"} 80
chip_impl_metric{name="gp_congestion",unit=""} 0.804
chip_impl_metric{name="routed_wire_length_per_instance",unit="um"} 8.30
chip_impl_metric{name="io_buffers",unit=""} 17
chip_impl_metric{name="max-cap-violations",unit=""} 0
chip_impl_metric{name="yosys_cell_count",unit=""} 17
chip_impl_metric{name="post_synth_xor_area_fraction",unit="%"} 70.0
chip_impl_metric{name="routed_wirelength",unit="um"} 689
chip_impl_metric{name="synth-compound-area-share",unit="%"} 8.00
chip_impl_metric{name="muxShareOfSynthArea",unit="%"} 0
chip_impl_metric{name="cp.required",unit="ns"} 1.28
chip_impl_metric{name="drtPass1Iterations",unit=""} 1
chip_impl_metric{name="die-width",unit="um"} 80
chip_impl_metric{name="yosys_area",unit="um^2"} 125
chip_impl_metric{name="setup-violations-final",unit=""} 0
chip_impl_metric{name="final_area",unit="um^2"} 354
chip_impl_metric{name="grt_util_all_layers",unit="%"} 1.89
chip_impl_info{name="setup.worst_path.end_class",value="output pin"} 1
chip_impl_info{name="startpoint",value="idExDest[4]"} 1
chip_impl_metric{name="layout-area-overhead-vs-synth",unit="%"} 183
chip_impl_metric{name="remaining_drc_errors",unit=""} 0
chip_impl_metric{name="initCoreUtil",unit="%"} 3.66
chip_impl_metric{name="finalCritPeriodShare",unit="%"} 96.6
chip_impl_metric{name="openroad.warnings",unit=""} 32
chip_impl_metric{name="row_count",unit=""} 21
chip_impl_metric{name="num_antenna_cells",unit=""} 0
chip_impl_metric{name="layout_cells_sized_above_1",unit="%"} 32.4
chip_impl_metric{name="max_freq",unit="MHz"} 647
chip_impl_metric{name="netlist_instances",unit=""} 17
chip_impl_metric{name="tightestPinTransition",unit="ns"} 0.184
chip_impl_metric{name="placement.cell_area",unit="um^2"} 375
chip_impl_metric{name="finalHoldViolCount",unit=""} 0
chip_impl_metric{name="design.core.area",unit="mm^2"} 0.00342
chip_impl_metric{name="ys_seq_share",unit="%"} 0
chip_impl_metric{name="layout_sequential_cell_count",unit=""} 0
chip_impl_metric{name="synth_adder_area_share",unit="%"} 0
chip_impl_metric{name="antenna_found_initial",unit=""} 0
chip_impl_metric{name="layout.clock_buffers",unit=""} 0
chip_impl_metric{name="cts.hold.buffers_added",unit=""} 0
chip_impl_metric{name="synth_area_per_cell",unit="um^2"} 7.36
chip_impl_metric{name="p_leak",unit="uW"} 0.000158
chip_impl_info{name="hold_class",value="in -> out"} 1
chip_impl_metric{name="chipArea",unit="mm^2"} 0.00640
chip_impl_metric{name="grt_start_max_net_pins",unit=""} 4
chip_impl_metric{name="first_pass_grt_wire_length",unit="um"} 966
chip_impl_metric{name="globalRoute.totalOverflow",unit=""} 0
chip_impl_info{name="ys_top_cells_by_area",value="sky130_fd_sc_hd__xor2_1, sky130_fd_sc_hd__xnor2_1, sky130_fd_sc_hd__nand3_1, sky130_fd_sc_hd__nor3_1, sky130_fd_sc_hd__or4_1"} 1
chip_impl_metric{name="synth_cell_type_count",unit=""} 7
chip_impl_metric{name="crit_fanout",unit=""} 3
chip_impl_metric{name="worst_ir_drop_vdd",unit="mV"} 0.0186
chip_impl_info{name="netlist.top_cell.by_area",value="sky130_fd_sc_hd__xor2_1"} 1
chip_impl_metric{name="vias",unit=""} 187
chip_impl_metric{name="via_per_inst",unit=""} 2.25
chip_impl_metric{name="crit_arrival",unit="ns"} 1.23
chip_impl_info{name="path_class",value="in -> out"} 1
chip_impl_metric{name="slew_headroom",unit="%"} 87.7
chip_impl_info{name="status",value="finished, final reports clean"} 1
chip_impl_metric{name="area.sequential",unit="um^2"} 0
chip_impl_info{name="crit_path_start_kind",value="input port"} 1
chip_impl_metric{name="grt_pass1_vias",unit=""} 189
chip_impl_metric{name="yosys_warnings",unit=""} 0
chip_impl_metric{name="yosys.area.top_type_share",unit="%"} 42.0
chip_impl_metric{name="timing_max_transition_violations_final",unit=""} 0
chip_impl_metric{name="post_synth_instance_area",unit="um^2"} 125
chip_impl_metric{name="dr.first_iter.drc_count",unit=""} 0
chip_impl_metric{name="hpwl",unit="um"} 607
chip_impl_metric{name="io_pins",unit=""} 17
[routing by layer]
layer / GRT usage [%] / part of all wire, %
met5: 0 / 0
met4: 0 / 0
met1: 2.18 / 36
met2: 3.29 / 47
met3: 0.909 / 17
[Yosys cell counts]
cell	number
sky130_fd_sc_hd__nand3_1	2
sky130_fd_sc_hd__o21ai_1	1
sky130_fd_sc_hd__xnor2_1	4
sky130_fd_sc_hd__xor2_1	6
sky130_fd_sc_hd__or4_1	1
sky130_fd_sc_hd__nor3_1	2
sky130_fd_sc_hd__a21oi_1	1
[logic make-up (layout without fill, tap and decap cells)]
group / count (synthesis) / count (layout)
AND/OR/NAND/NOR: 5 / 5
AND-OR/OR-AND: 2 / 2
buffers and inverters: 0 / 20
XOR/XNOR: 10 / 10
[where the power goes]
group	total, uW	internal (uW)	leakage [uW]	switching [uW]
sequential	0	0	0	0
clock	0	0	0	0
combinational	68.5	42.3	0.000158	26.2
[layout by cell type (no fill, tap or decap), drive strengths merged]
master	instances
nor3	2
clkdlybuf4s50	1
buf	8
a21oi	1
clkbuf	2
nand3	2
o21ai	1
xor2	6
or4	1
clkdlybuf4s15	3
dlymetal6s2s	3
dlygate4sd2	3
xnor2	4
[worst min path at each step]
stage | start | end | slack, ns | cells after the start
4_1_cts | idExDest[3] | hazardOut | 1.12 | 6
5_1_grt | idExDest[0] | hazardOut | 1.09 | 4
6_report | ifIdRs[3] | hazardOut | 1.03 | 5
[through the flow]
step	hold WS [ns]	util [%]	setup TNS, ns	cells	total power [uW]
after floorplan	0.715	-	0	17	22.6
after global placement	1.57	11.0	-0.637	83	78.8
after detailed placement	1.57	11.0	-0.643	83	78.6
after CTS	1.12	10.1	0	83	67.6
after global routing	1.09	10.4	-0.0128	83	75.6
final	1.03	10.4	0	83	68.5
[timing repair]
action / in CTS / in global routing
gates resized: 26 / 13
pin swaps: 8 / 15
buffers inserted: 0 / 0
setup endpoints to repair: 1 / 1
[critical path: stages]
cell and delay [ns]:
sky130_fd_sc_hd__buf_2 0.12, sky130_fd_sc_hd__or4_1 0.49, sky130_fd_sc_hd__o21ai_1 0.13, sky130_fd_sc_hd__a21oi_1 0.05, sky130_fd_sc_hd__buf_2 0.11
[cell type report]
| cell class | instances | area [um^2] |
|---|---|---|
| multi-input combinational | 17 | 135 |
| fill | 401 | 3060 |
| timing repair buffer | 20 | 161 |
| tap | 46 | 57.6 |
Power figures rest on the tool's default switching activity, not on a simulated workload.
